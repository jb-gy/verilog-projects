$ cat config.mk
export PLATFORM = sky130hd
export DESIGN_NAME = Adder_Subtractor
export DESIGN_NICKNAME = Adder_Subtractor
export VERILOG_FILES = /design/flow/design.v
export SDC_FILE = /design/flow/constraint.sdc
export NUM_CORES = 4
export LEC_CHECK = 1
export CORE_AREA = 10 10 70 70
export DIE_AREA = 0 0 80 80
$ cat design.v
module Adder_Subtractor(
    input [5:0] A,
    input [5:0] B,
    input S,
    output reg [5:0] ANSWER
);
always @(*) begin
    if (S == 0) begin
        ANSWER = A + B;
    end else begin
        ANSWER = A - B;
    end
end
endmodule
$ cat run.sh
#!/bin/bash
# OpenROAD 26Q1-2900-gdf79404cd8, Yosys 0.63+post, stock flow scripts
make -C /OpenROAD-flow-scripts/flow DESIGN_CONFIG=/design/flow/config.mk WORK_HOME=/design/flow/orfs finish
$ cat constraint.sdc
current_design Adder_Subtractor

set clk_period 3.9
set clk_io_pct 0.2

create_clock -name clk0 -period $clk_period

set non_clock_inputs [all_inputs -no_clocks]
set_input_delay [expr $clk_period * $clk_io_pct] -clock clk0 $non_clock_inputs
set_output_delay [expr $clk_period * $clk_io_pct] -clock clk0 [all_outputs]
==> out/qor.yml <==
worst_setup_path:
  crit_required_ps: 3120
  cp_max_fo: 2
  path_class: "in2out"
  crit_arrival_ps: 2930
  critPathLaunchType: "primary input"
  crit_path_end_kind: "primary output"
routing:
  ant_nets: 0
  diodes: 0
  drt_iter0_markers: 6
  firstDrtPassIters: 4
  wl_per_cell_microns: 8.81
  vias: 316
  drt_wl_total_microns: 952
  drc: 0
  vias_per_cell: 2.93
logic_synthesis:
  synth_area_sq_um: 297
  synth_adder_area_share_pct: 32.1
  synth_seq_share_pct: 0
  synthAoiAreaFrac_pct: 20.7
  top_area_cell: "ha_1"
  ys_sh_simple_pct: 13.9
  ys_top_cells_by_area: "ha_1 (25%), xnor2_1 (18%), a21oi_1 (6.8%)"
  top_cell_area_share_pct: 25.3
  avgSynthCellArea_sq_um: 7.80
  syn_inst: 38
  yosysWarnings: 1
  ys_area_sq_um: 297
  synth.distinct_cells: 16
  mux_share_pct: 3.38
  xor_share_pct: 23.6
  ys_cells: 38
  logic_family: "adder cells"
timing:
  hold_viol_final: 0
  period_used_pct: 95.2
  slew_violations: 0
  relSlewSlack_pct: 85.9
  finalSetupViolations: 0
  worst_pin_slew_ps: 211
  period_minus_slack_ps: 3710
  max_clock_freq_mhz: 269
  rsz0062_at_grt: "no"
die:
  die-width_microns: 80
  rows: 21
  ioPinCount: 19
  fp_util_pct: 8.68
  core_sq_um: 3420
  die_y_microns: 80
  chip_area_sq_um: 6400
power:
  peakVddDrop_v: 0.0000265
  p_total_w: 0.000101
  powerDensity_nw_per_um2: 171
  power_leakage_nw: 0.253
flow_run:
  drv_cap: 0
  warnings: 32
run_status:
  status: "finished clean"
finish:
  drive_above_1_share_pct: 17.7
  area_growth_syn_to_layout_pct: 99.6
  clock_buffers: 0
  lay_top_count: "clkdlybuf4s50_1"
  ff_count: 0
  layout_top_cells: "clkdlybuf4s50_1 (16), xnor2_1 (6), ha_1 (6)"
  final_util_pct: 17.3
  regArea_sq_um: 0
hold_path:
  hold_path_class: "in2out"
clock_tree:
  postCtsSetupRepairBufs: 0
placed_design:
  place_congestion: 0.668
  io_buffers: 19
  hpwl_microns: 899
global_route:
  grt_max_degree: 6
  globalRoute.totalOverflow: 0
  grt_usage_pct: 2.98
  antenna_found_initial: 0
  grt_pass1_wl_microns: 1600
  grt_pass1_vias: 373
==> critical path, stage by stage <==
cell	delay [ps]
clkdlybuf4s50_1	480
inv_1	50
ha_1	280
mux2i_2	80
buf_4	140
fa_2	350
buf_4	140
xor2_1	140
clkdlybuf4s50_1	490
==> where the power goes <==
part / internal (W) / switching, W / total, W / leakage [nW]
registers: 0 / 0 / 0 / 0
clock network: 0 / 0 / 0 / 0
logic: 0.0000664 / 0.0000349 / 0.000101 / 0.253
==> metal layers <==
layer | global-route usage [%] | routed length (microns)
met4 | 0 | 0
met2 | 5.46 | 505
met1 | 3.76 | 410
met3 | 0.455 | 36
met5 | 0 | 0
==> area by class of cell <==
class	instances	area, sq um
fill	390	2820
inverter	5	18.8
multi-input combinational	33	288
tap	46	57.6
timing repair buffer	24	228
==> metrics by stage <==
step | worst slack (ps) | hold slack (ps) | cells | instance area (sq um) | setup TNS (ps)
finish | 187 | 2400 | 108 | 592 | 0
global route | 28.6 | 2460 | 108 | 592 | 0
CTS | 2.73 | 2580 | 108 | 586 | 0
detailed placement | -95.6 | 2590 | 108 | 582 | -154
global placement | -65.9 | 2590 | 108 | 582 | -107
floorplan | 971 | 1670 | 38 | 297 | 0
==> kinds of logic (layout without fill, tap and decap cells) <==
family / count (synthesis) / count (layout)
buffers and inverters: 5 / 29
and+or+nand+nor: 8 / 8
adders and majority gates: 7 / 7
AOI/OAI and AO/OA: 9 / 9
muxes: 1 / 1
xor gates and xnor gates: 8 / 8
==> cells in the mapped netlist <==
library cell	n
o22ai_2	1
ha_1	6
a21o_1	1
o21ai_0	1
nor2_1	5
xor2_1	2
o21a_1	1
fa_1	1
or2_2	1
nor3_2	1
nor2b_1	1
a21oi_1	4
inv_1	5
xnor2_1	6
o31a_1	1
mux2i_1	1
==> worst paths after layout <==
path,startpoint,end,slack [ps],cells past startpoint
min,A[4],ANSWER[4],2400,4
max,B[0],ANSWER[2],190,9
==> timing repair <==
| item | CTS | global route |
|---|---|---|
| resized | 4 | 2 |
| hold buffers | 0 | 0 |
| endpoints found under the setup margin | 2 | 2 |
| pin swaps | 4 | 2 |
Power and IR drop assume default switching activity.
