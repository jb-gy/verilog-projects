### ./run.sh
#!/bin/bash
# OpenROAD 26Q1-2900-gdf79404cd8, Yosys 0.63+post, stock flow scripts
make -C /OpenROAD-flow-scripts/flow DESIGN_CONFIG=/design/flow/config.mk WORK_HOME=/design/flow/orfs finish
### ./config.mk
export PLATFORM = sky130hd
export DESIGN_NAME = Top
export DESIGN_NICKNAME = Top
export VERILOG_FILES = /design/flow/design.v
export SDC_FILE = /design/flow/constraint.sdc
export NUM_CORES = 4
export LEC_CHECK = 1
export CORE_AREA = 10 10 70 70
export DIE_AREA = 0 0 80 80
### ./constraint.sdc
current_design Top

set clk_period 1.6
set clk_io_pct 0.2

create_clock -name clk0 -period $clk_period

set non_clock_inputs [all_inputs -no_clocks]
set_input_delay [expr $clk_period * $clk_io_pct] -clock clk0 $non_clock_inputs
set_output_delay [expr $clk_period * $clk_io_pct] -clock clk0 [all_outputs]
### ./design.v
module SevenSegDriver(
    input wire A, B, C, D,
    output reg [7:0] SevenSegDig
);
always @(A,B,C,D) begin
    case ({A,B,C,D})
        4'b0000: SevenSegDig = 8'b00111111;  
        4'b0001: SevenSegDig = 8'b00000110;  
        4'b0010: SevenSegDig = 8'b01011011;  
        4'b0011: SevenSegDig = 8'b01001111;  
        4'b0100: SevenSegDig = 8'b01100110;  
        4'b0101: SevenSegDig = 8'b01101101;  
        4'b0110: SevenSegDig = 8'b01111101;  
        4'b0111: SevenSegDig = 8'b00000111;  
        4'b1000: SevenSegDig = 8'b01111111;  
        4'b1001: SevenSegDig = 8'b01101111;  
        4'b1010: SevenSegDig = 8'b01110111;  
        4'b1011: SevenSegDig = 8'b01111100;  
        4'b1100: SevenSegDig = 8'b00111001;  
        4'b1101: SevenSegDig = 8'b01011110;  
        4'b1110: SevenSegDig = 8'b01111001;  
        4'b1111: SevenSegDig = 8'b01110001;  
    endcase
end
endmodule
module Top(
    input [7:0] Value,
    output [7:0] SevenSegDig1,
    output [7:0] SevenSegDig2
);
SevenSegDriver Unit0(Value[7], Value[6], Value[5], Value[4], SevenSegDig1);
SevenSegDriver Unit1(Value[3], Value[2], Value[1], Value[0], SevenSegDig2);
endmodule
==> changes_impl.md <==
## Flow update

* Biggest cell delay along the critical path at 0.24 ns
* Most frequent cell on the critical path: sky130_fd_sc_hd__buf_4
* Floorplan utilization at 0.155
* Final number of max-transition violations at 0
* Result of the run: completed
* Proportion of total power due to net switching at 0.435
* Post-cts hold-fix buffer tally at 0
* Non-Filler Instances at approximately 160
* Yosys stat area at roughly 530 sq um
* CORE AREA at 3420 sq um
* Standard cell with the maximum stage delay on the critical path: sky130_fd_sc_hd__dlygate4sd2_1
* Avg Inst Size Synth at 7.06 sq um
* Flop Count at 0
* Ranking of synthesized cells by instance count: sky130_fd_sc_hd__ha_1 (14), sky130_fd_sc_hd__a21oi_1 (7), sky130_fd_sc_hd__nand2_1 (6), sky130_fd_sc_hd__nand2b_1 (6)
* Average wire per standard cell at 9.49 um
* Via count of the first global-routing pass at 580
* Detail Route Antenna Nets at 0
* Overall via count from detail_route at 613
* Number of top-level pins at 24
* Drt first pass iters at 2
* Internal Dissipation at about 130 uW
* Sequential share of power at 0
* Synth top area share at 0.331
* Share of post-route cells with drive strength above 1 at 0.532
* Mean number of vias per cell at 3.95
* Count of instantiated cells in the yosys netlist at 75
* Starting DRC count in detailed routing at 9
* Main area contributors: sky130_fd_sc_hd__ha_1 (33%), sky130_fd_sc_hd__nand2b_1 (7.1%), sky130_fd_sc_hd__a21oi_1 (6.6%)
* Global-route wire length before repair at 2.44 mm
* Area Overhead vs Synth at 88.9%
* Cell-by-cell listing of the critical path: buf_4, inv_4, buf_4, ha_4, a211oi_2, a31oi_1, dlygate4sd2_1
* Biggest fanout along the worst timing path at 4
* Setup crit start: Value[1]
* Number of rows in the core area at 21
* Nature of the critical path endpoint: output port
* Number of warnings in the stage logs at 45
* Post-layout period usage of the worst path at 0.974
* Die Wd at roughly 80 um
* Number of antenna violations at the first check in global routing at 0
* IR Drop Worst-Case VDD at around 93 uV
* Worst path setup slack after routing at 0.0413 ns
* Layout filler cell count at about 360
* Time the worst path needs with I/O delays and setup at 1.56 ns
* Worst min-delay path category: primary input to output port
* YS warnings at 1
* Cell variety after synth at 26
* Switching power at around 98 uW
* Maximum clock frequency at 642 MHz
* Nature of the critical path startpoint: primary input
* CP Data Required Time at 1.28 ns
* Fraction of power consumed by combinational cells at 1.000
* Flop area at 0 sq um
* Cell type with the highest aggregate area in the netlist: sky130_fd_sc_hd__ha_1
* Final global-route overflow total at 0
* Clock buffer instance count of the final layout at 0
* Full die area at roughly 6400 sq um
* Maximum number of pins on one net before global-route repair at 12
* Total Wirelength at around 1.5 mm
* Max-Cap Viols at 0
* RSZ-0062 raised after global routing: yes
* Total half-perimeter wirelength after legalization and detailed placement at 1.22 mm
* Mapped Cells at 75
* Most repeated cell in the gate-level netlist after synthesis: sky130_fd_sc_hd__ha_1
* Share of power burned in the clock network at 0
* Power density cells at 225 nW/um^2
* Finish-stage setup viols at 0
* Antenna diode count at 0
* Portion of the post-synthesis area used by sequential elements at 0
* Post-Synthesis Cell Area at 529 sq um
* Count of buffers from port buffering at 22
* Path type of the worst setup path: primary input to output port
* Critical hold path startpoint: Value[6]
* Final hold violation count at 0
* Placer's final routability congestion estimate at 0.887
* Leakage power summed over all cells at ~0.00044 uW
* Combined global-route utilization of all metal layers at 0.0432
* Instance count after placement with tap cells included at 153
* Pre-CTS setup slack at -0.826 ns
* Die Y at 80 um
* Number of remaining DRC errors at 0
* Data arrival, critical path at 1.24 ns
-- worst paths after layout --
kind	to	slack (ns)	depth (start not counted)
setup / recovery	SevenSegDig2[4]	0.04	7
hold / removal	SevenSegDig1[3]	0.97	3
-- what timing repair did --
| action | 4_1_cts | 5_1_grt |
|---|---|---|
| pin swaps | 5 | 8 |
| setup buffers | 0 | 2 |
| resized | 84 | 22 |
| cloned | 0 | 0 |
| endpoints found under the setup margin | 14 | 10 |
-- worst max-delay path: cells and delay by family --
family / cells / cell delay (ns)
buffers and inverters: 4 / 0.54
AOI/OAI and AO/OA: 2 / 0.21
adders and majority gates: 1 / 0.15
-- cells in the final DEF, fill, tap and decap left out, types with 3 or more instances in the layout --
master / Yosys / routed
sky130_fd_sc_hd__inv_4: 0 / 3
sky130_fd_sc_hd__o21ai_1: 4 / 6
sky130_fd_sc_hd__clkbuf_2: 0 / 5
sky130_fd_sc_hd__nor2_1: 4 / 4
sky130_fd_sc_hd__a21oi_1: 7 / 6
sky130_fd_sc_hd__nand2b_1: 6 / 4
sky130_fd_sc_hd__buf_6: 1 / 7
sky130_fd_sc_hd__buf_4: 3 / 13
sky130_fd_sc_hd__inv_2: 2 / 3
sky130_fd_sc_hd__nand2_1: 6 / 5
sky130_fd_sc_hd__clkdlybuf4s15_1: 0 / 3
sky130_fd_sc_hd__ha_4: 0 / 8
sky130_fd_sc_hd__a31oi_1: 3 / 3
sky130_fd_sc_hd__dlygate4sd2_1: 0 / 4
sky130_fd_sc_hd__ha_1: 14 / 5
sky130_fd_sc_hd__buf_2: 1 / 6
-- through the flow --
step	instance area [sq um]	hold WS (ns)	utilization	setup TNS, ns	power (uW)
global route	1000	0.988	0.293	-0.0336	253
detailed placement	877	1.71	0.257	-9.80	206
CTS	943	1.04	0.276	0	207
floorplan	533	0.659	-	0	84.8
finish	1000	0.968	0.293	0	225
global placement	877	1.70	0.257	-9.69	206
-- kinds of logic (layout without fill, tap and decap cells) --
group                      after synthesis  in the layout  synth area share
AOI/OAI and AO/OA                       23             23             0.260
adders and majority gates               14             14             0.331
buffers and inverters                   11             44             0.116
muxes                                    3              3            0.0662
other                                    1              2           0.00709
and+or+nand+nor                         23             23             0.220
-- layout make-up --
cell class | count | area [sq um] | share of cell area
inverters | 6 | 30.0 | 0.0300
multi-input cells | 65 | 616 | 0.616
repair buffers | 38 | 297 | 0.297
well taps | 46 | 57.6 | 0.0576
-- layer usage --
| metal | vias up | routed length, um | global-route usage |
|---|---|---|---|
| met2 | 9 | 731 | 0.0795 |
| met3 | 0 | 67 | 0.00568 |
| li1 | 321 | - | - |
| met4 | 0 | 0 | 0 |
| met5 | - | 0 | 0 |
| met1 | 283 | 672 | 0.0547 |
-- power groups by stage --
stage	sequential, uW	combinational (uW)	clock (uW)
after CTS	0	207	0
after global routing	0	253	0
final	0	225	0
Power figures rest on the tool's default switching activity, not on a simulated workload.
