<file path="flow/design.v">
module RippleCarryAdder(
    input [5:0] A,
    input [5:0] B,
    output [5:0] SUM
);
    wire [6:0] CARRY;  
    assign CARRY[0] = 0;
    genvar i;
    generate
        for(i=0; i<6; i=i+1) begin : adder
            assign {CARRY[i+1], SUM[i]} = A[i] + B[i] + CARRY[i];
        end
    endgenerate
endmodule
</file>
<file path="flow/run.sh">
#!/bin/bash
# OpenROAD 26Q1-2900-gdf79404cd8, Yosys 0.63+post, stock flow scripts
make -C /OpenROAD-flow-scripts/flow DESIGN_CONFIG=/design/flow/config.mk WORK_HOME=/design/flow/orfs finish
</file>
<file path="flow/config.mk">
export PLATFORM = sky130hd
export DESIGN_NAME = RippleCarryAdder
export DESIGN_NICKNAME = RippleCarryAdder
export VERILOG_FILES = /design/flow/design.v
export SDC_FILE = /design/flow/constraint.sdc
export NUM_CORES = 4
export LEC_CHECK = 1
export CORE_AREA = 10 10 70 70
export DIE_AREA = 0 0 80 80
</file>
<file path="flow/constraint.sdc">
current_design RippleCarryAdder

set clk_period 4.6
set clk_io_pct 0.2

create_clock -name clk0 -period $clk_period

set non_clock_inputs [all_inputs -no_clocks]
set_input_delay [expr $clk_period * $clk_io_pct] -clock clk0 $non_clock_inputs
set_output_delay [expr $clk_period * $clk_io_pct] -clock clk0 [all_outputs]
</file>
==> Changelog: implementation <==
### Metrics

* Critical path type: in2out
* Vias at about 150
* Synth unique cells at 4
* Die W at 80 um
* DR vias/cell at 1.97
* Critical Path RT at 3.68 ns
* Post-synth seq share at 0%
* DRC Markers at 0
* Die y size at 80 um
* Fmax at around 230 MHz
* Top Layout Cells: 17 x clkdlybuf4s50_1, 5 x inv_1, 3 x fa_1
* MaxCap Viol Count at 0
* RSZ-0062 raised after global routing: false
* Iter 0 DRT Violations at 0
* Final Hold Vio Count at 0
* Critical Path Start Type: input pin
* Post-layout period usage of the worst path at a little over nine tenths
* Clock buffer count at 0
* GRT overflow at 0
* Wirelength per Cell at 8.72 um
* Setup crit end kind: output port
* Crit path arrival time at 3.51 ns
* Power, Total at 38.4 uW
* Dominant logic cell type in the layout: clkdlybuf4s50_1
* PortBufs at 18
* Vias in the first global route at 166
* Worst Slack Setup Final at 0.172 ns
* Tool Warnings at 32
* Row cnt at 21
* Hold WC Path Type: in2out
* Status: complete, no violations
* Cells after Synth at 11
* CP Max Fanout at 1
* Initial antenna violation count at 0
* CTS hold repair buffers at 0
* Fillers at 398
* Gr usage total at 2.09%
* Leakage at 0.148 nW
* Core Area at 3420 um2
* Syn avg cell area at ~12 um2
* Flop area at 0 um2
* Global-route wire length before repair at 1010 um
* Syn. warnings at 0
* Slew Limit Fails at 0
* Die Size at roughly 6400 um2
* Flip-flops at 0
* Final ANT Viol Nets at 0
* Largest net degree at the start of global routing at 2
* Diodes inserted at 0
* Logic area at 119 um2
* Least-Margin Pin Slew at 0.100 ns
* Relative slew slack at roughly 93%
* Number of cells in Yosys stat at 11
* Total wire length at between 600 and 700 um
* Max IR drop VDD at 0.0157 mV
* Final setup TNS at 0 ns
* Chip Area, Yosys at 135 um2
* Tmin final at around 4.4 ns
* Area Overhead vs Synth at 177%
* DR pass1 iterations at 1
* Mapped Area at 135 um2
* GPL Wtd Cong at approximately 0.79
* Proportion of layout cells with a drive suffix above 1 at 3.45%
* Final setup fails at 0
* I/O Pins at 18
* Pre-CTS setup slack at -0.128 ns
* FP Util at 3.96%
* PD cells at 103 nW/um2
==> power by group <==
group          internal (mW)  leakage (nW)  total, mW  switching [mW]
clock network              0             0          0               0
logic                 0.0291         0.148     0.0384         0.00931
registers                  0             0          0               0
==> per-layer routing <==
layer / global-route usage (%) / part of all wire, %
met5: 0 / 0
met1: 2.88 / 40
met2: 2.57 / 35
met3: 1.70 / 24
met4: 0 / 0
==> cell families after synthesis <==
logic type / after synthesis / synth area share (%)
xor gates and xnor gates: 1 / 17.6
adders and majority gates: 5 / 68.5
buffers and inverters: 5 / 13.9
==> synthesized netlist by cell type <==
cell    instances  area [um2]
ha_1            1        12.5
inv_1           5        18.8
fa_1            4        80.1
xor3_1          1        23.8
==> area by class of cell <==
type | instances | share of cell area, %
repair buffers | 18 | 47.8
multi-input cells | 6 | 31.8
well taps | 46 | 15.4
inverters | 5 | 5.02
==> critical path: stages <==
cell and delay (ns):
clkdlybuf4s50_1 0.41, ha_1 0.20, inv_1 0.06, fa_1 0.16, inv_1 0.05, fa_1 0.38, fa_2 0.35, fa_1 0.36
xor3_1 0.35, dlygate4sd2_1 0.27
==> stage by stage <==
step	hold WS (ns)	instances	util [%]	instance area, um2
after floorplan	1.91	11	-	135
after global placement	2.88	75	10.9	373
after detailed placement	2.89	75	10.9	373
after CTS	2.69	75	10.9	372
after global routing	2.71	75	11.0	374
final	2.66	75	11.0	374
==> worst paths after layout <==
check	from	to	slack, ns	cells after the start
worst max-delay path	A[0]	SUM[5]	0.17	10
worst min-delay path	B[5]	SUM[5]	2.66	3
==> repair_timing <==
item,in CTS,in global routing
endpoints found under the setup margin,1,1
resized,1,1
buffers inserted,0,0
Power figures rest on the tool's default switching activity, not on a simulated workload.
